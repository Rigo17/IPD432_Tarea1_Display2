File: /design/flow/design.v
`timescale 1ns / 1ps
module Clock_Divisor #(parameter frecuencia = 1)
(
    input CLK100MHZ,
    output reg clk
);
    reg [26:0] cnt=27'd0, cnt_next;
    wire [26:0] max_cnt;
    assign max_cnt = (27'd100_000_000) /(frecuencia * 2);
    always_ff @(posedge CLK100MHZ)begin
        if(cnt == max_cnt) clk <= ~clk;
        if(cnt == max_cnt) cnt <= 26'd1;
        else cnt <= cnt + 26'd1;
    end
endmodule
`timescale 1ns / 1ps
module HORA_DISPLAY(
    input clk,
    input [5:0] horas,
                minutos,
                segundos,
    output [7:0] AN,
    output [6:0] CATHODES
    );
    parameter [7:0] D0=8'b1111_1110,
                    D1=8'b1111_1101,
                    D2=8'b1111_1011,
                    D3=8'b1111_0111,
                    D4=8'b1110_1111,
                    D5=8'b1101_1111,
                    D6=8'b1011_1111,
                    D7=8'b0111_1111;
    reg [7:0] actual_digit, nxt_digit;
    reg [6:0] digit;
    always_ff @(posedge clk) begin
        actual_digit <= nxt_digit;
    end
    always_comb begin
        case(actual_digit)
            D0: nxt_digit = D1;
            D1: nxt_digit = D2;
            D2: nxt_digit = D3;
            D3: nxt_digit = D4;                      
            D4: nxt_digit = D5;
            D5: nxt_digit = D6;
            D6: nxt_digit = D7;
            D7: nxt_digit = D0;
            default: nxt_digit = D0;
         endcase
    end 
    wire [3:0] unidad_segundo_decimal,
              decena_segundo_decimal,
              unidad_minuto_decimal,
              decena_minuto_decimal,
              unidad_hora_decimal,
              decena_hora_decimal;
    wire [6:0] unidad_segundo_7s,
              decena_segundo_7s,
              unidad_minuto_7s,
              decena_minuto_7s,
              unidad_hora_7s,
              decena_hora_7s;
    SPLIT_UNIDAD_DECENA seg(segundos,unidad_segundo_decimal,decena_segundo_decimal);
    SPLIT_UNIDAD_DECENA min(minutos,unidad_minuto_decimal,decena_minuto_decimal);
    SPLIT_UNIDAD_DECENA hor(horas,unidad_hora_decimal,decena_hora_decimal);
    Number_2_7S seg1(unidad_segundo_decimal,unidad_segundo_7s);
    Number_2_7S seg2(decena_segundo_decimal,decena_segundo_7s);
    Number_2_7S min1(unidad_minuto_decimal,unidad_minuto_7s);
    Number_2_7S min2(decena_minuto_decimal,decena_minuto_7s);
    Number_2_7S hr1(unidad_hora_decimal,unidad_hora_7s);
    Number_2_7S hr2(decena_hora_decimal,decena_hora_7s);
    always_comb begin
        case(actual_digit)
            D0: digit = unidad_segundo_7s;
            D1: digit = decena_segundo_7s;
            D2: digit = unidad_minuto_7s;
            D3: digit = decena_minuto_7s;
            D4: digit = unidad_hora_7s;
            D5: digit = decena_hora_7s;
            D6: digit = 7'b1111_111;
            D7: digit = 7'b1111_111;
            default: digit =7'b0011_100; 
        endcase
    end
    assign AN=actual_digit;
    assign CATHODES = digit;
endmodule
`timescale 1ns / 1ps
module Number_2_7S(
    input [3:0] numero_decimal,
    output reg [6:0] numero_7s
);
    always_comb begin
        case(numero_decimal)
        4'd0:numero_7s = 7'b0000_001; 
        4'd1:numero_7s = 7'b1001_111; 
        4'd2:numero_7s = 7'b0010_010; 
        4'd3:numero_7s = 7'b0000_110; 
        4'd4:numero_7s = 7'b1001_100; 
        4'd5:numero_7s = 7'b0100_100; 
        4'd6:numero_7s = 7'b0100_000; 
        4'd7:numero_7s = 7'b0001_111; 
        4'd8:numero_7s = 7'b0000_000; 
        4'd9:numero_7s = 7'b0001_100; 
        default: numero_7s = 7'b1111_110; 
        endcase
    end
endmodule
`timescale 1ns / 1ps
module SPLIT_UNIDAD_DECENA(
    input [5:0] numero,
    output reg [3:0] unidad,
                     decena
);
    reg [1:0] basura;
    always_comb begin
        if(numero<10)      begin {basura,unidad}=numero;    decena = 4'd0; end
        else if(numero<20) begin {basura,unidad}=numero-10; decena = 4'd1; end
        else if(numero<30) begin {basura,unidad}=numero-20; decena = 4'd2; end
        else if(numero<40) begin {basura,unidad}=numero-30; decena = 4'd3; end
        else if(numero<50) begin {basura,unidad}=numero-40; decena = 4'd4; end
        else if(numero<60) begin {basura,unidad}=numero-50; decena = 4'd5; end
        else               begin {basura,unidad}=6'b0; decena=4'd0; end
    end
endmodule
`timescale 1ns / 1ps
module TOP_MODULE(
    input CLK100MHZ,
    input SW,
    input BTNL, BTNR,
    output [7:0] AN,
    output CA,CB,CC,CD,CE,CF,CG, DP,
    output LED
    );
    parameter display_point = 1;
    assign DP = display_point;
    wire [4:0] horas;
    wire [5:0] minutos,
               segundos;
    reg [4:0] horas_display;
    wire clk_display;
    Watch2 Watch(.horas(horas),.minutos(minutos),.segundos(segundos),.clk_100(CLK100MHZ),.btn1(BTNR),.btn2(BTNL));
    always_comb begin
        if(SW && (horas > 12))horas_display = horas -12;
        else                  horas_display = horas;
    end
    assign LED = (horas > 12) && SW;
    Clock_Divisor #(500)Frec_display(.CLK100MHZ(CLK100MHZ),.clk(clk_display));
    HORA_DISPLAY HORA_DISPLAY1(.clk(clk_display),.AN(AN),.CATHODES({CA,CB,CC,CD,CE,CF,CG}),.horas({1'b0,horas_display}),.minutos(minutos),.segundos(segundos));
endmodule
`timescale 1ns / 1ps
module Watch2(
    input clk_100,
    input btn1,btn2,
    output reg [4:0] horas=12,
    output reg [5:0] minutos=12,
                     segundos=50
);
    parameter T1 = 28'd100_000_000,
              T2 = 28'd50_000_000;
    reg [27:0] cnt1 = 28'd0,
               cnt2 = 28'd0,
               cnt  = 28'd0;
    reg [4:0] horas_nxt;
    reg [5:0] minutos_nxt,
              segundos_nxt;
    always_comb begin
        if(cnt==T1) segundos_nxt = (segundos<59) ? segundos +1 : 6'd0;
        else        segundos_nxt = segundos;
        if (cnt1 == 1)                         minutos_nxt = (minutos<59) ? minutos+1 : 6'd0;
        else if (cnt1 == T1)                   minutos_nxt = (minutos<59) ? minutos+1 : 6'd0;
        else if ((segundos == 59) && cnt ==T1) minutos_nxt = (minutos<59) ? minutos+1 : 6'd0;
        else                                   minutos_nxt = minutos;
        if (cnt2 == 1)                                            horas_nxt =(horas<23) ? horas+1 : 5'd0;
        else if (cnt2 == T1)                                      horas_nxt= (horas<23) ? horas+1 : 5'd0;
        else if  ((minutos ==59) && (segundos == 59) && cnt ==T1) horas_nxt= (horas<23) ? horas+1 : 5'd0;
        else                                                      horas_nxt = horas;    
    end
    always_ff @(posedge clk_100) begin
        segundos <= segundos_nxt;
        minutos  <= minutos_nxt;
        horas    <= horas_nxt;
    end
    always_ff @(posedge clk_100) begin
       if (cnt <= T1) cnt <= cnt +1;
       else           cnt <= 0; 
       if(btn1 && (cnt1 <= T1))      cnt1 <= cnt1 + 1;
       else if (btn1 && (cnt1 > T1)) cnt1 <= cnt1 - T2;
       else                          cnt1 <= 0;
       if(btn2 && (cnt2 <= T1))     cnt2 <= cnt2 + 1;
       else if (btn2 && (cnt2 > T1))cnt2 <= cnt2 - T2;
       else                         cnt2 <= 0;                               
    end
endmodule
File: /design/flow/run.sh
#!/bin/bash
# OpenROAD 26Q1-2900-gdf79404cd8, Yosys 0.63+post, stock flow scripts
make -C /OpenROAD-flow-scripts/flow DESIGN_CONFIG=/design/flow/config.mk WORK_HOME=/design/flow/orfs finish
File: /design/flow/config.mk
export PLATFORM = sky130hd
export DESIGN_NAME = TOP_MODULE
export DESIGN_NICKNAME = TOP_MODULE
export VERILOG_FILES = /design/flow/design.v
export SDC_FILE = /design/flow/constraint.sdc
export NUM_CORES = 4
export LEC_CHECK = 1
export CORE_UTILIZATION = 50
export SYNTH_HDL_FRONTEND = slang
File: /design/flow/constraint.sdc
current_design TOP_MODULE

set clk_period 3.9
set clk_io_pct 0.2

create_clock -name clk0 -period $clk_period [get_ports {CLK100MHZ}]

set non_clock_inputs [all_inputs -no_clocks]
set_input_delay [expr $clk_period * $clk_io_pct] -clock clk0 $non_clock_inputs
set_output_delay [expr $clk_period * $clk_io_pct] -clock clk0 [all_outputs]
==> COMMIT_EDITMSG <==
Refresh implementation metrics

- Per the log, the first TritonRoute iteration ended with a DRC count of between 400 and 500.
- Setup repair after global routing could not meet its margin everywhere.
- Entering global routing, the biggest net connects 36 pins.
- Cell depth of the worst min-delay path: 1
* Source of the worst register-to-register timing path: Watch.cnt2[3]
- The H-tree was split into 4 levels.
- At the end of routability-driven placement, the weighted congestion stood at 0.899.
- Most used cell along the critical path: sky130_fd_sc_hd__buf_4
* Top-area cell type share of the netlist area: ~22%
- Type of the worst setup path: in -> out
- Final Max Tran Viols: 0
- Syn. warnings: 0
- The timer found 8 register pins that no clock reaches; their paths are not timed.
- Worst Setup Start Kind: primary input
- Power Dens Cells: 327 nW/um2
- Initial Utilization: around half
* Worst slew margin relative to its limit: 42.1%
- The number of placed instances, taps included, is around 1500.
- A synthesized cell averages between 8 and 9 um2.
- The netlist uses 94 different library cells.
- Detailed placement ended at an HPWL of roughly 16 mm.
- Counting the fill cells in the layout gives 1566.
* Arrival time of data at the critical path endpoint: 3.53 ns
- Antenna violations before repair: 0
- Per the synthesis report, the adder-cell share of the synthesized area is 7.59%.
- For this run, the detailed router reports a per-instance via density of approximately 5.5.
- Tool Warnings: roughly 65
* Number of top-level pins: 21
- Of all flip-flops after synthesis, the portion carrying an async set or reset was 0%.
- The final layout reports a setup TNS of -2.27 ns.
- The worst register-to-register path depth is 8.
- After floorplanning, the core was sized to cover 18700 um2.
- In this run, the synthesized area fraction spent on and/or/nand/nor cells is recorded as 26.8%.
- Count of antenna diodes in the layout: 0
- STA lists the startpoint of the worst hold path as Frec_display.cnt[26].
- Clock tree skew after final layout: 0.0107 ns
* CP Capture Type: primary output
* DRT Wirelength: 21.6 mm
- Across all setup checks in the final design, the least slack found is -0.415 ns.
* Violations in the final reports: setup timing
* First-pass GRT wire length: roughly 37 mm
- Commonest register cell after synthesis: sky130_fd_sc_hd__dfxtp_1
* Worst-skew pair later-pin latency: 0.42 ns
- Maximum clock frequency: 232 MHz
- MaxCap Viol Count: 0
- Crit Path Max Fanout: 5
- Yosys reports a chip area of 9560 um2.
* Vias after detailed routing: roughly 8600
* Number of global-route vias before repair: 7738
* Number of unconstrained endpoints: 16
- Relative to the synthesized area, the layout overhead comes to 23.8%.
* XOR/XNOR Fraction of Synth Area: 8.24%
* Post-detailed-route count of antenna-violating nets: 0
- The critical path contains buffers and inverters numbering 9 combined.
* Count of state elements after synthesis: 137
* Setup slack, reg-to-reg: 0.95 ns
- The cell area that synthesis handed to floorplanning was roughly 9600 um2.
- In this run, the synthesized area fraction spent on AND-OR/OR-AND gates is recorded as 16.0%.
- Total count of hold-check failures in the final report: 0
- Broken down by cell family, the worst path's largest delay share belongs to buffers and inverters.
- Synth logic family: simple AND/OR/NAND/NOR gates
- After synthesis, the design contains 1144 cells according to Yosys.
- Cell Rows: 50
* Number of search-and-repair iterations in the first detailed-routing pass: 5
- Clk buf depth: 2
- Leading cell types by total area after synthesis: sky130_fd_sc_hd__dfxtp_1 (22%), sky130_fd_sc_hd__edfxtp_1 (10%), sky130_fd_sc_hd__ha_1 (7.6%)
- Counting only logic cells after layout, the most numerous master is sky130_fd_sc_hd__buf_4.
- Most used cells in the layout excluding fill and tap cells: sky130_fd_sc_hd__buf_4 (153), sky130_fd_sc_hd__nor2_1 (117), sky130_fd_sc_hd__dfxtp_1 (105)
- Critical-path cell with the highest stage delay: sky130_fd_sc_hd__or4b_1
- Die width: approximately 140 um
- Maximum vdd ir drop: 0.334 mV
- Worst EP required: 3.12 ns
- Final cell count without fillers: roughly 1500
- Clock tree from TritonCTS: yes
- Final number of setup-violating endpoints: 7
- After floorplanning, the die was sized to cover between 15000 and 20000 um2.
* Pleak: 0.00491 uW
- Grt ovf: 0
- Run status: finished, violations left
- IO Port Bufs: 19
- Clock transition at path regs: around 0.070 ns
- Instance tally after logic synthesis: 1144
* Multiplexer share of the synthesized area: approximately 4.8%
- Share of post-route cells with drive strength above 1: 20.0%
* Chip height: 140 um
- List of cells traversed by the critical path: dlygate4sd2_1, nand2b_1, o211ai_2, inv_2, buf_4, buf_4, buf_4, buf_4, buf_4, mux2i_2, o32ai_1, buf_4, a211o_1, and2_4, or4b_1, buf_2
* Type of the tightest min-delay check: reg -> reg
- The smallest clock period supported by the final layout is computed as between 4 and 5 ns.
- The cell sitting at the root of the clock tree is a sky130_fd_sc_hd__clkbuf_16.
- Sequential cell area fraction in the yosys report: 32.0%
* Share of the clock period used by the worst path after layout: 111%
- On the worst path, the slowest cell contributes a delay of 0.49 ns.
* Cell type contributing the most total cell area after synthesis: sky130_fd_sc_hd__dfxtp_1
* Hold-critical path endpoint: Frec_display.cnt[26]
- TritonRoute output was used to compute an average wire per cell of 13.9 um.
- The capture point of the worst register-to-register path is recorded as Watch.cnt2[14].
- In the global route stage, overall resource usage came out at 22.9%.
- Number of remaining DRC errors: 0
- TritonCTS created 17 clock buffers.
- Count of library flops with an enable pin: 32
- Slew at the pin closest to its max-slew limit: 0.860 ns
-- power breakdown --
| part | switching (uW) | internal (uW) | total [uW] |
|---|---|---|---|
| Sequential | 20.7 | 1390 | 1410 |
| Combinational | 380 | 422 | 802 |
| Clock | 685 | 977 | 1660 |
-- registers in the layout, indices dropped and copies added (netlist names) --
signal,flops
Watch.segundos,6
Watch.cnt,28
Watch.cnt1,28
Frec_display.clk,1
Watch.cnt2,28
Watch.minutos,6
Watch.horas,5
HORA_DISPLAY1.AN,8
Frec_display.cnt,27
-- per-layer routing --
| metal | vias to the layer above | GRT usage (%) | wire length [um] |
|---|---|---|---|
| met3 | 14 | 3.20 | 763 |
| met4 | 0 | 2.26 | 182 |
| met1 | 3995 | 36.5 | 11000 |
| met5 | - | 0 | 0 |
| li1 | 4434 | - | - |
| met2 | 148 | 35.0 | 9640 |
-- cell usage after synthesis (all sizes together) (23+ instances only) --
library cell and count:
nor3 25, nor4 24, xor2 44, o21ai 40, and2 28, and3 23
edfxtp 32, nand4 31, nor2 118, nand3 64, inv 60, dfxtp 105
a21oi 49, nand2b 32, mux2i 41, clkbuf 26, ha 58, xnor2 46
nand2 94
-- worst max-delay path by stage --
stage	slack, ns	cells after the start	start	to
finish	-0.41	16	SW	CA
global route	-0.57	19	Watch.horas[1]	CB
CTS	-0.47	14	Watch.horas[1]	CA
-- stage by stage --
| step | util, % | hold slack (ns) | power, uW | instance area [um2] | setup WS [ns] |
|---|---|---|---|---|---|
| 3_5_place_dp | 58.1 | 0.446 | 2110 | 10900 | -0.919 |
| 6_report | 63.3 | 0.454 | 3880 | 11800 | -0.415 |
| 2_1_floorplan | - | 0.412 | 1820 | 9570 | 0.0172 |
| 5_1_grt | 63.3 | 0.479 | 4060 | 11800 | -0.573 |
| 4_1_cts | 62.6 | 0.459 | 3870 | 11700 | -0.468 |
| 3_3_place_gp | 58.1 | 0.433 | 2100 | 10900 | -0.890 |
-- worst reg2reg max path, delay by kind of cell, from the launching register on --
kind                   cells  cell delay [ns]
flip-flops                 1             0.46
multiplexers               2             0.46
buffers and inverters      1             0.30
AND/OR/NAND/NOR            5             1.63
-- final cells by class --
class | instances | area, um2 | share of cell area, %
multi-input combinational | 906 | 6260 | 52.8
clock buffer | 17 | 425 | 3.59
tap | 234 | 293 | 2.47
inverter | 60 | 228 | 1.92
clock inverter | 15 | 196 | 1.66
sequential | 137 | 3060 | 25.9
timing repair buffer | 179 | 1380 | 11.7
-- kinds of logic (layout without fill, tap and decap cells) --
family	after synthesis	count (layout)
adders and majority gates	58	58
buffers and inverters	101	271
other	2	2
and+or+nand+nor	496	496
AOI/OAI and AO/OA	215	215
muxes	45	45
DFF	137	137
xor gates and xnor gates	90	90
-- timing repair --
item,4_1_cts,5_1_grt
hold buffers,0,0
setup buffers,19,11
pin swaps,25,18
setup endpoints to repair,7,7
resized,55,19
Power is estimated from default activity; no workload was simulated.
